==> /design/flow/design.v <==
`timescale 1ns / 1ps
module vote(
    input [31:0] common,
    input [7:0] vip,
    input vvip,
    output reg out
    );
	 integer count = 0;
	 integer i;
	 always@(*)begin
	 count = 0;
		for(i=0;i<32;i=i+1)begin
			if(common[i])count = count + 1;
		end
		for(i=0;i<8;i=i+1)begin
			if(vip[i]) count = count + 4;
		end
		if(vvip) count = count + 32;
		out <= (count>=32)? 1:0;
	 end
endmodule
==> /design/flow/run.sh <==
#!/bin/bash
# OpenROAD 26Q1-2900-gdf79404cd8, Yosys 0.63+post, stock flow scripts
make -C /OpenROAD-flow-scripts/flow DESIGN_CONFIG=/design/flow/config.mk WORK_HOME=/design/flow/orfs finish
==> /design/flow/config.mk <==
export PLATFORM = sky130hd
export DESIGN_NAME = vote
export DESIGN_NICKNAME = vote
export VERILOG_FILES = /design/flow/design.v
export SDC_FILE = /design/flow/constraint.sdc
export NUM_CORES = 4
export LEC_CHECK = 1
export CORE_UTILIZATION = 30
==> /design/flow/constraint.sdc <==
current_design vote

set clk_period 14.7
set clk_io_pct 0.2

create_clock -name clk0 -period $clk_period

set non_clock_inputs [all_inputs -no_clocks]
set_input_delay [expr $clk_period * $clk_io_pct] -clock clk0 $non_clock_inputs
set_output_delay [expr $clk_period * $clk_io_pct] -clock clk0 [all_outputs]
==> impl_metrics.py <==
# Synthesis and PnR figures
metrics = {
    "setup_path": {
        "crit_buf_inv": 9,
        "path_max_fanout": 4,
        "startpoint_type": "input port",
        "crit_top_cell": "ha_4",
        "crit_family": "adder cells",
        "cpMaxStageDelayCell": "ha_4",
        "end_kind": "output pin",
        "critPathMaxStageDelay_ps": 310,
        "startpoint": "common[0]",
        "worstPathArrival_ps": 22790,
        "required_ps": 11760,
        "crit_type": "in -> out",
    },
    "timing": {
        "maxSlewHeadroom": 0.632,
        "setup_viol": 1,
        "grt_setup_unrepaired": "yes",
        "worst_pin_slew_ps": 538,
        "finalHoldViolCount": 0,
        "fmax_mhz": 38.9,
        "worst_slack_ps": -11030,
        "period_needed_ps": 25730,
        "drv_slew": 0,
        "post-route-period-util": 1.75,
    },
    "floorplanning": {
        "fp.dieW_um": 167,
        "core-area_mm2": 0.0269,
        "core_util_floorplan": 0.304,
        "rows": 60,
        "die-height_um": 167,
        "io_pins": 42,
        "die_area_mm2": 0.0279,
    },
    "flow_run": {
        "cap_viol_max_count": 0,
        "warnings": 40,
    },
    "synth": {
        "yosysMostFrequentCell": "nand2_1",
        "ys_sh_simple": 0.274,
        "ys_chip_area_mm2": 0.00818,
        "top_cells_by_count": "120 x nand2_1, 107 x xnor2_1, 90 x nor2_1, 50 x xor2_1, 49 x nand3_1",
        "synth.distinct_cells": 103,
        "ys_top_logic_family": "XOR/XNOR gates",
        "ys_cells": 1099,
        "postSynthCellCount": 1099,
        "syn_area_mm2": 0.00818,
        "yosysSeqAreaShare": 0,
        "mux_area_frac": 0.0479,
        "top_area_cell": "xnor2_1",
        "synthAoiAreaFrac": 0.248,
        "netlist.area_leader.share": 0.115,
        "syn_avg_cell_area_um2": 7.44,
        "adder_share": 0.0706,
        "ys_warn_count": 1,
        "ys_top_cells_by_area": "xnor2_1 11%, ha_1 6.4%, nand2_1 5.5%",
        "xor_area_frac": 0.321,
    },
    "layout": {
        "n_fill_cell": 2441,
        "logic_area_mm2": 0.00861,
        "seqCellArea_um2": 0,
        "finalInstanceArea_mm2": 0.0135,
        "clock_buffer_count": 0,
        "final_core_util": 0.502,
        "flow.area_growth_from_synthesis_pct": 65.1,
        "drive_above_1_share": 0.431,
        "ff_count": 0,
    },
    "hold_path": {
        "hp-start": "vvip",
        "hp-class": "in -> out",
    },
    "clocking": {
        "cts_hold_buf": 0,
    },
    "routing": {
        "wl_mm": 22.3,
        "drcViolationCount": 0,
        "antenna_cells": 0,
        "wl_per_cell_um": 11.4,
        "dr.first_iter.drc_count": 329,
        "vias": 9351,
        "viasPerCell": 4.78,
        "first_pass_iters": 4,
        "ant_nets": 0,
    },
    "global_route": {
        "grt_max_degree": 15,
        "grt_pass1_vias": 8911,
        "grtUsageTotal": 0.163,
        "grt_pass1_wl_mm": 39.3,
        "grt_overflow_total": 0,
        "antenna_found_initial": 0,
    },
    "placement": {
        "gp_congestion": 0.877,
        "dpl_cell_area_mm2": 0.0127,
        "port_buffers": 42,
        "hpwl_mm": 18.7,
    },
    "outcome": {
        "violations": "setup timing",
        "outcome": "complete, but fails checks",
    },
}
cells in the final DEF, fill, tap and decap left out, drive strengths merged, types with 15 or more instances in the layout:
cell type	instances
a21oi	49
nor2	92
nand2	121
buf	516
and2	20
nand2b	22
o21ai	55
xnor3	26
xor2	57
mux2i	23
nand3	50
xnor2	125
o211ai	32
a31oi	19
and3	18
nand4	17
inv	41
ha	42
clkdlybuf4s50	37
nor2b	15
o21a	16
nor3	21
worst paths after layout:
kind	end	cells past startpoint
min	out	6
max	out	123
cells by family after synthesis:
group | after synthesis
buffers and inverters | 78
AOI/OAI and AO/OA | 285
xor gates and xnor gates | 214
adders and majority gates | 47
muxes | 37
and+or+nand+nor | 438
cell type report:
class                      instances  area share
inverter                          41      0.0129
multi-input combinational       1021       0.638
tap                              341      0.0316
timing repair buffer             555       0.318
through the flow:
stage	hold slack [ps]	setup slack, ps	TNS [ps]	std cells
2_1_floorplan	6130	-11030	-11030	1099
3_3_place_gp	7250	-11940	-11940	1900
3_5_place_dp	7260	-12210	-12210	1900
4_1_cts	6900	-11430	-11430	1949
5_1_grt	6950	-12030	-12030	1958
6_report	6880	-11030	-11030	1958
per-layer routing:
layer  vias up  track usage  share of wire
met2        56        0.278           0.45
met5         -            0              0
li1       5079            -              -
met1      4212        0.244           0.54
met4         0      0.00443         0.0020
met3         4      0.00290         0.0098
repair_timing:
action,in CTS,in global routing
endpoints found under the setup margin,1,1
hold endpoints to repair,0,0
resized,31,58
setup buffers,50,13
pin swaps,41,60
